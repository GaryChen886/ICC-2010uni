==> flow/design.v <==
`timescale 1ns / 1ps
module RB1 (Q, CLK, WENn, A, D);
    parameter WORD_WIDTH = 8;
    parameter WORD_DEPTH = 18;
    parameter ADDR_WIDTH = 5;
    input CLK, WENn;
    input [ADDR_WIDTH-1:0] A;
    input [WORD_WIDTH-1:0] D;
    output [WORD_WIDTH-1:0] Q;
    reg [WORD_WIDTH-1:0] CELL [WORD_DEPTH-1:0];
    reg [WORD_WIDTH-1:0] Q;
    always@(posedge CLK)
    if (WENn)
	   Q <= CELL[A];
    else
	   CELL[A] <= D;
endmodule
==> flow/run.sh <==
#!/bin/bash
# OpenROAD 26Q1-2900-gdf79404cd8, Yosys 0.63+post, stock flow scripts
make -C /OpenROAD-flow-scripts/flow DESIGN_CONFIG=/design/flow/config.mk WORK_HOME=/design/flow/orfs finish
==> flow/config.mk <==
export PLATFORM = sky130hd
export DESIGN_NAME = RB1
export DESIGN_NICKNAME = RB1
export VERILOG_FILES = /design/flow/design.v
export SDC_FILE = /design/flow/constraint.sdc
export NUM_CORES = 4
export LEC_CHECK = 1
export CORE_UTILIZATION = 50
==> flow/constraint.sdc <==
current_design RB1

set clk_period 2.8
set clk_io_pct 0.2

create_clock -name clk0 -period $clk_period [get_ports {CLK}]

set non_clock_inputs [all_inputs -no_clocks]
set_input_delay [expr $clk_period * $clk_io_pct] -clock clk0 $non_clock_inputs
set_output_delay [expr $clk_period * $clk_io_pct] -clock clk0 [all_outputs]
==> run notes <==
The flow completed. The CTS report gives the tree buffer count as 17. Mean area per synthesized cell landed at 17.76 um2. The core region is 11520 um2. Synthesized area landed at 5966 um2. Synthesis area per yosys landed at 5966 um2.

The number of placed instances, taps included, is 509. The critical path endpoint has a required time of 2960 ps. Via count of the first global-routing pass landed at 3228. At the later pin of the worst-skew pair, clock insertion delay measures 420 ps. Die outline height landed at 111.2 um. Max-cap violations in this run came to 0. Number of buffers inserted by port buffering landed at 22.

Power per cell area landed at 737.3 nW/um2. Ranked by total cell area, the synthesized netlist is headed by edfxtp_1 77%, mux2i_1 8.1%, mux4_2 3.0%, nand2_1 1.8%, mux2_2 1.5%. The critical path is of the in2reg type.

Number of diodes landed at 0. The placed instances occupy a cell area of 6450 um2. The violation tally recorded at the end of detailed-routing iteration 0 is 223. X dimension of the die landed at 111.2 um. Period utilization landed at 75.71%.

Number of standard cells in the final layout excluding fillers landed at 541. Derived from the worst setup path, the maximum achievable clock frequency is 0.4717 GHz. Final period demand of the worst path landed at 2120 ps.

Across every metal layer, demand over resource in global routing totals 23.35%. Final worst clock skew landed at 6.384 ps. Normalized max-slew margin landed at 43.66%. The number of cells reported by Yosys stat comes to 336. According to the CTS report, the clock sink count is 152.

Count of endpoints failing setup in the final report landed at 0. Area of the die landed at 12370 um2. The report lists the number of cells resized after CTS as 0. The transition time recorded at the tightest slew-check pin is 842.4 ps. Ranked by instance count, the synthesized netlist is headed by 152 x edfxtp_1, 48 x mux2i_1, 28 x nand2_1. Share of async-settable or async-resettable flops after synthesis landed at 0%.

Detailed placer's ending HPWL landed at 7637 um. TritonCTS built the clock tree. Total tool warning count landed at 25. Initial antenna violation count landed at 0. STA reports the tightest min-delay check as being of type reg2reg. Final wirelength landed at 12040 um. Number of distinct library cells after synthesis landed at 25. Buffer levels on the longest clock path landed at 2. TritonRoute output was used to compute an average wire per cell of 22.26 um. Post-synthesis register bit count landed at 152. After detailed routing, the number of remaining DRC violations is 0.

edfxtp_1 is the most common cell in the netlist. Routed via count landed at 3072. STA classifies the critical path startpoint as an input pin. Placement row count landed at 39. Total negative slack for setup checks landed at 0 ps. Final standard cell utilization of the core landed at 61.51%.

The root buffer cell chosen for the clock tree is clkbuf_16. The run finished with clean final reports. The final timing report lists a hold violation count of 0. Peak ir drop on the vdd network landed at 0.5178 mV. Leakage power total landed at 2.433 nW. Setup repair after global routing left no endpoint under its margin.

Before placement the cells fill 51.80% of the core. Total congestion overflow after global routing landed at 0. Final antenna-violating net count landed at 0. Data arrives at the worst endpoint at 2280 ps. The clock H-tree reported by CTS has 4 levels. Clock-pin slew on the worst setup and hold paths landed at 60 ps.

Of the synthesized area, sequential elements account for 76.51%. Count of hold buffers inserted by post-cts repair landed at 0. The worst setup path is captured at a register.

Summed over all instances, the cell type with the most area after synthesis is edfxtp_1. Entering global routing, the biggest net connects 52 pins. The first global-routing pass estimated 18690 um of wire.

After technology mapping, the gate count stands at 336. Post-synth the commonest register cell is edfxtp_1. Finished layout cell area landed at 7083 um2. The synthesis report lists the Yosys warning total as 1. Count of pins on the block boundary landed at 23. The final weighted congestion recorded by global placement is 0.9045.

Post-CTS timing repair inserted 0 buffers for setup. Number of enable flip-flop cells landed at 152. Critical-path maximum fanout landed at 10. The area growth from synthesis to layout is 18.73%. Top-area cell type share of the netlist area landed at 76.51%. Per the final report, max-transition violations number 0. The script logs the ratio of routed vias to standard cells as 5.678. First-pass detailed-route iteration total landed at 4. Share of layout cells above drive strength 1 landed at 19.10%.
worst max-delay path, cell delays in order:
cell	delay (ps)
clkdlybuf4s50_1	660
buf_4	220
nand4b_2	230
o22ai_1	160
a21oi_1	330
nand3_1	120
flip-flops by register name (all words and copies together), names as in the netlist:
name,count
Q,8
CELL,144
report_power, final:
| part | internal [W] | leakage, nW | total [W] | switching (W) |
|---|---|---|---|---|
| combinational | 0.000103 | 0.754 | 0.000245 | 0.000142 |
| clock | 0.00157 | 0.303 | 0.00242 | 0.000853 |
| sequential | 0.00254 | 1.38 | 0.00255 | 0.0000106 |
| total | 0.00422 | 2.43 | 0.00522 | 0.00101 |
cell type report:
type | instances | area (um2)
repair buffers | 48 | 425.4
flip-flops and latches | 152 | 4564
fillers | 835 | 4433
well taps | 143 | 178.9
clock inverters | 14 | 203.9
clock buffers | 18 | 429.2
multi-input cells | 166 | 1281
through the flow:
stage / total power (W) / setup WS [ps] / hold WS [ps]
2_1_floorplan: 0.002728 / 745.8 / 636.9
6_report: 0.005222 / 680.1 / 711.8
4_1_cts: 0.005264 / 691.3 / 721.6
3_3_place_gp: 0.002850 / 282.9 / 705.4
3_5_place_dp: 0.002852 / 256.6 / 700.6
5_1_grt: 0.005380 / 566.2 / 759.4
layer usage:
| layer | share of wire, % | up-vias | global-route usage [%] |
|---|---|---|---|
| li1 | - | 1421 | - |
| met1 | 41 | 1513 | 37.31 |
| met2 | 48 | 117 | 34.00 |
| met3 | 9.2 | 21 | 10.98 |
| met4 | 2.4 | 0 | 4.144 |
| met5 | 0 | - | 0 |
kinds of logic after synthesis:
family | share of synthesized area, %
and+or+nand+nor | 6.376
AOI/OAI and AO/OA | 2.517
muxes | 12.58
buffers and inverters | 2.013
DFF | 76.51
path summary, 6_finish.rpt:
| check | depth (start not counted) | endpoint | slack, ps | start |
|---|---|---|---|---|
| max | 6 | Q[1] | 680 | A[4] |
| min | 3 | Q[5] | 710 | CELL[16][5] |
| max reg2reg | 4 | Q[1] | 1390 | CELL[14][1] |
| min reg2reg | 3 | Q[5] | 710 | CELL[16][5] |
placed cells by master (no fill, tap or decap):
cell / instances
edfxtp_1: 152
and2_1: 1
bufinv_16: 5
buf_12: 1
nor2_2: 2
nor2_1: 21
clkinvlp_4: 2
nor2b_1: 2
o22ai_1: 8
nand4b_2: 1
clkbuf_1: 1
a21oi_1: 8
clkinv_2: 2
or3b_2: 1
nor3b_2: 1
nand4_1: 8
mux2_2: 8
inv_6: 1
nand3_1: 8
clkdlybuf4s50_1: 21
or3_1: 2
buf_4: 26
nand4bb_1: 1
mux2i_1: 48
nand3b_1: 2
mux4_2: 8
nand2_1: 28
clkbuf_16: 17
clkinv_1: 3
a22oi_1: 8
clkinv_4: 1
Power is estimated from default activity; no workload was simulated.
