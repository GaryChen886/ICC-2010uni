`/design/flow/run.sh`:
```
#!/bin/bash
# OpenROAD 26Q1-2900-gdf79404cd8, Yosys 0.63+post, stock flow scripts
make -C /OpenROAD-flow-scripts/flow DESIGN_CONFIG=/design/flow/config.mk WORK_HOME=/design/flow/orfs finish
```
`/design/flow/config.mk`:
```
export PLATFORM = sky130hd
export DESIGN_NAME = RB2
export DESIGN_NICKNAME = RB2
export VERILOG_FILES = /design/flow/design.v
export SDC_FILE = /design/flow/constraint.sdc
export NUM_CORES = 4
export LEC_CHECK = 1
export CORE_UTILIZATION = 40
```
`/design/flow/constraint.sdc`:
```
current_design RB2

set clk_period 4.4
set clk_io_pct 0.2

create_clock -name clk0 -period $clk_period [get_ports {CLK}]

set non_clock_inputs [all_inputs -no_clocks]
set_input_delay [expr $clk_period * $clk_io_pct] -clock clk0 $non_clock_inputs
set_output_delay [expr $clk_period * $clk_io_pct] -clock clk0 [all_outputs]
```
`/design/flow/design.v`:
```
`timescale 1ns / 1ps
module RB2 (Q, CLK, WENn, A, D);
    parameter WORD_WIDTH = 18;
    parameter WORD_DEPTH = 8;
    parameter ADDR_WIDTH = 3;
    input CLK, WENn;
    input [ADDR_WIDTH-1:0] A;
    input [WORD_WIDTH-1:0] D;
    output [WORD_WIDTH-1:0] Q;
    reg [WORD_WIDTH-1:0] CELL [WORD_DEPTH-1:0];
    reg [WORD_WIDTH-1:0] Q;
    always@(posedge CLK)
    if (WENn)
      Q <= CELL[A];
    else
      CELL[A] <= D;
endmodule
```
==> flow_metrics.env <==
# yosys + openroad results
export IMPL_status="finished clean"
export IMPL_cts_buffers=17
export IMPL_h_tree_depth=4
export IMPL_path_buffers=2
export IMPL_path_cells="buf_2, buf_4, mux4_1, mux2_2"
export IMPL_edf_count=162
export IMPL_power_leakage_uw=0.00240
export IMPL_comb_area_mm2=0.00121
export IMPL_grt_usage_pct=16.1
export IMPL_seq_area_mm2=0.00486
export IMPL_cp_required_ps=4560
export IMPL_period_used_pct=60.0
export IMPL_grt_max_degree=31
export IMPL_grt_overflow_total=0
export IMPL_crit_path_start="A[0]"
export IMPL_slew_violations=0
export IMPL_syn_area_mm2=0.00615
export IMPL_yosys_stat_cells=259
export IMPL_worst_setup_path_type="in2reg"
export IMPL_cts_root_buffer="clkbuf_16"
export IMPL_tightest_slew_ps=818
export IMPL_die_x_um=126
export IMPL_area_growth_pct=20.2
export IMPL_max_stage_delay_ps=620
export IMPL_irDropWorstVdd_uv=542
export IMPL_critPathArrivalTime_ps=2800
export IMPL_final_area_mm2=0.00739
export IMPL_dpl_instance_area_mm2=0.00683
export IMPL_post_cts_buffers=0
export IMPL_synth_top_area_share_pct=79.1
export IMPL_power_density_mw_per_mm2=455
export IMPL_fin_worst_skew_ps=3.59
export IMPL_rsz0062_at_grt="false"
export IMPL_drc=0
export IMPL_synth_cell_types=24
export IMPL_dieArea_mm2=0.0159
export IMPL_max_cap_violations=0
export IMPL_place_congestion=0.761
export IMPL_drt_first_pass_iters=4
export IMPL_slowest_stage="buf_2"
export IMPL_layout_drive_gt1_share_pct=25.4
export IMPL_yosysTopAreaCell="edfxtp_1"
export IMPL_clock_fmax_mhz=379
export IMPL_netlist_top_cells_area="edfxtp_1 (79%), mux4_1 (6.8%), mux4_2 (5.1%), mux2_2 (4.0%), buf_6 (0.73%)"
export IMPL_wire_per_inst_um=21.4
export IMPL_final_hold_viol_count=0
export IMPL_postSynthSeqShare_pct=79.1
export IMPL_crit_family="buffers and inverters"
export IMPL_setup_viol=0
export IMPL_numClockSinks=162
export IMPL_place_ws_ps=1290
export IMPL_die_y_um=126
export IMPL_max_slew_margin_pct=45.5
export IMPL_port_buffers=40
export IMPL_grt_pass1_wl_um=16800
export IMPL_ys_flop_type="edfxtp_1"
export IMPL_critPathLaunchType="primary input"
export IMPL_place_hpwl_um=6170
export IMPL_ctsResizeCount=0
export IMPL_clock_latency_ps=410
export IMPL_syn_avg_cell_area_um2=23.7
export IMPL_coreArea_mm2=0.0148
export IMPL_tool_warnings=25
export IMPL_min_period_ps=2640
export IMPL_cts_hold_buf=0
export IMPL_grt_pass1_vias=2940
export IMPL_ys_area_mm2=0.00615
export IMPL_fp_util_pct=41.7
export IMPL_hold_class="reg2reg"
export IMPL_cts_tree="yes"
export IMPL_drt_iter0_drc=141
export IMPL_antenna_found_initial=0
export IMPL_io_pins=41
export IMPL_fin_ws_ps=1760
export IMPL_hp_start="CELL[4][7]"
export IMPL_cts_path_max_buffers=2
export IMPL_yosys_warnings=1
export IMPL_row_count=44
export IMPL_diodes=0
export IMPL_crit_path_max_fanout=28
export IMPL_synth_cells=259
export IMPL_ant_nets=0
export IMPL_via_per_inst=5.36
export IMPL_tns_ps=0
export IMPL_finalPower_uw=3360
export IMPL_timing_rr_start="CELL[5][4]"
export IMPL_path_clk_slew_ps=60
export IMPL_drt_wl_total_um=11000
export IMPL_ys_ff=162
export IMPL_vias=2759
export IMPL_async_flop_share_pct=0
export IMPL_endpoint_kind="register"
export IMPL_n_fill_cell=1168
==> report_power, final <==
| part | total, uW | leakage (uW) | switching, uW | internal, uW |
|---|---|---|---|---|
| Combinational | 182 | 0.000649 | 84.1 | 98.0 |
| Clock | 1400 | 0.000271 | 529 | 875 |
| Sequential | 1780 | 0.00148 | 13.6 | 1760 |
| Total | 3360 | 0.00240 | 626 | 2740 |
==> cells by family after synthesis <==
kind of cell | Yosys count | synth area share (%)
flip-flops | 162 | 79.1
AND/OR/NAND/NOR | 20 | 1.77
buffers and inverters | 14 | 1.69
multiplexers | 53 | 16.2
AND-OR/OR-AND | 10 | 1.24
==> cell usage after synthesis (3+ instances only) <==
master	n
nor2_1	4
nand2b_1	3
mux2_2	22
mux4_2	14
nor3_1	4
edfxtp_1	162
buf_6	4
buf_4	5
nand3b_1	3
mux4_1	16
clkbuf_1	3
==> registers in the layout, indices dropped and copies added (netlist names) <==
signal,count
CELL,144
Q,18
==> cells in the final DEF, fill, tap and decap left out, types with 2 or more instances in the layout <==
cell	n
a22oi_1	2
a32oi_1	2
buf_2	2
buf_4	15
bufinv_16	3
clkbuf_1	4
clkbuf_16	17
clkdlybuf4s50_1	38
clkinv_1	4
clkinv_2	2
edfxtp_1	162
mux2_2	22
mux4_1	16
mux4_2	14
nand2b_1	3
nand3_1	2
nand3b_1	3
nor2_2	3
nor2b_1	2
nor3_2	4
o211ai_1	2
==> layout make-up <==
class	count	area share, %
multi-input cells	83	16.4
flip-flops and latches	162	65.9
clock inverters	9	1.56
repair buffers	56	7.08
well taps	184	3.12
clock buffers	21	5.96
==> final timing paths <==
kind	cells after the start	slack, ps	endpoint
max	4	1760	Q[8]
min	2	580	Q[7]
max reg2reg	2	3010	Q[4]
min reg2reg	2	580	Q[7]
==> worst register-to-register path: cells and delay by family, from the launching register on <==
| kind | cells | cell delay [ps] |
|---|---|---|
| multiplexers | 2 | 780 |
| flip-flops | 1 | 360 |
==> routing by layer <==
layer / part of all wire, % / vias to the layer above / global-route usage (%)
met5: 0 / - / 0
li1: - / 1226 / -
met1: 38 / 1371 / 23.1
met4: 1.6 / 0 / 2.41
met3: 12 / 15 / 10.6
met2: 48 / 147 / 23.1
==> metrics by stage <==
| stage | utilization [%] | hold slack, ps | cells |
|---|---|---|---|
| 5_1_grt | 50.1 | 628 | 515 |
| 3_5_place_dp | 46.3 | 568 | 485 |
| 4_1_cts | 50.1 | 584 | 515 |
| 3_3_place_gp | 46.3 | 559 | 485 |
| 2_1_floorplan | - | 545 | 259 |
| 6_report | 50.1 | 579 | 515 |
Power is estimated from default activity; no workload was simulated.
