--- flow/config.mk ---
export PLATFORM = sky130hd
export DESIGN_NAME = S2
export DESIGN_NICKNAME = S2
export VERILOG_FILES = /design/flow/design.v
export SDC_FILE = /design/flow/constraint.sdc
export NUM_CORES = 4
export LEC_CHECK = 1
export CORE_UTILIZATION = 40
--- flow/constraint.sdc ---
current_design S2

set clk_period 3.4
set clk_io_pct 0.2

create_clock -name clk0 -period $clk_period [get_ports {clk}]

set non_clock_inputs [all_inputs -no_clocks]
set_input_delay [expr $clk_period * $clk_io_pct] -clock clk0 $non_clock_inputs
set_output_delay [expr $clk_period * $clk_io_pct] -clock clk0 [all_outputs]
--- flow/design.v ---
module S2(clk, rst, S2_done, RB2_RW, RB2_A, RB2_D, RB2_Q, sen, sd);
    input clk, rst;
    output reg S2_done; 
    output reg RB2_RW;
    output reg [2:0] RB2_A;
    output reg [17:0] RB2_D;
    input [17:0] RB2_Q;
    input sen, sd;
    reg [1:0] currentState, nextState;
    reg [1:0] counterBitAddress;
    reg [4:0] counterData;
    reg [2:0] counterPacket;
    parameter IDLE          = 2'd0;
    parameter RB2_RDWR      = 2'd1;
    parameter INPUT_DATA    = 2'd2;
    parameter FINISH        = 2'd3;
    always @(posedge clk or posedge rst) begin
        if(rst)                             currentState <= IDLE;
        else                                currentState <= nextState;
    end
    always @(*) begin
        case(currentState)
            IDLE :                          nextState = RB2_RDWR;
            RB2_RDWR : begin
                if(counterBitAddress == 0)  nextState = INPUT_DATA;
                else                        nextState = RB2_RDWR;
            end
            INPUT_DATA : begin
                if(counterData == 0)        nextState = FINISH;
                else                        nextState = INPUT_DATA;
            end
            FINISH : begin
                if(counterPacket == 3'd7)   nextState = IDLE;
                else                        nextState = RB2_RDWR;
            end
        endcase
    end
    always @(posedge clk or posedge rst) begin
        if(rst)                             RB2_RW <= 1;
        else if(currentState == INPUT_DATA) RB2_RW <= 0;     
        else                                RB2_RW <= 1;
    end
    always @(posedge clk or posedge rst) begin
        if(rst)                             RB2_A <= 0;
        else begin
                                            RB2_A[counterBitAddress] <= (currentState == RB2_RDWR) ? sd : RB2_A[counterBitAddress];
        end
    end
    always @(posedge clk or posedge rst) begin
        if(rst)                             counterBitAddress <= 2'd2;
        else begin
                                            counterBitAddress <= (currentState == RB2_RDWR) ? counterBitAddress - 1 : 2'd2;
        end
    end
    always @(posedge clk or posedge rst) begin
        if(rst)                             RB2_D <= 0;
        else                                RB2_D[counterData] <= (currentState == INPUT_DATA) ? sd : RB2_D[counterData];
    end
    always @(posedge clk or posedge rst) begin
        if(rst)                             counterData <= 5'd17;
        else begin
                                            counterData <= (currentState == INPUT_DATA) ? counterData - 1 : 5'd17;
        end
    end
    always @(posedge clk or posedge rst) begin
        if(rst)                             counterPacket <= 0;
        else begin
                                            counterPacket <= (currentState == FINISH) ? counterPacket + 1 : counterPacket;
        end
    end
    always @(posedge clk or posedge rst) begin
        if(rst)                             S2_done <= 0;
        else                                S2_done <= (counterPacket == 3'd7 && currentState == FINISH) ? 1 : 0;
    end
endmodule
--- flow/run.sh ---
#!/bin/bash
# OpenROAD 26Q1-2900-gdf79404cd8, Yosys 0.63+post, stock flow scripts
make -C /OpenROAD-flow-scripts/flow DESIGN_CONFIG=/design/flow/config.mk WORK_HOME=/design/flow/orfs finish
==> results.toml <==
# flow metrics
[outcome]
outcome = "complete, no violations"

[worst_setup_path]
crit_path_cell_trace = "inv_1, ha_1, nor3b_1, ha_1, nor2b_1, or3b_2, nor2_1, mux2i_1, a31oi_1"
critical-path-slowest-cell = "sky130_fd_sc_hd__dfstp_2"
r2r-start = "counterData[0]"
r2r_cells = 9
timing_worst_setup_path_type = "reg2reg"
worst_r2r_endpoint = "RB2_D[6]"
crit_arrival_ns = 2.88
crit_family = "simple AND/OR/NAND/NOR gates"
critPathBufInv = 1
reg2reg_setup_slack_ns = 0.66
worstSetupStartpointType = "flip-flop"
crit_cells = 9
critPathMaxStageDelay_ns = 0.53
critPathMostFrequentCell = "sky130_fd_sc_hd__ha_1"
capturing_element_type_of_the_critical_path = "flip-flop"
cp_data_required_time_ns = 3.54
timing.critical_path.fanout_max = 7

[floorplanning]
num_rows = 26
die_y_extent_um = 74.5
design.core.area_mm2 = 0.00507
chip_area_mm2 = 0.00554
floorplan.die.width_um = 74.5
floorplan.initialDensity_pct = 41.4
io_pins = 45

[sta]
rsz_0062_raised_after_global_routing = "false"
achievable-frequency_ghz = 0.365
finalSetupTns_ns = 0
skew_ns = 0.00866
number_of_slew_limit_violations_in_the_final_report = 0
report.final.setup_viol = 0
tightestPinTransition_ns = 0.642
post-route-worst-setup-slack_ns = 0.664
report.final.hold_viol_count = 0
finalClockPeriodUsage_pct = 80.5
timing.max_slew.rel_slack_pct = 56.8
layout_min_cycle_time_ns = 2.74

[drt]
num_vias = 1454
routed_via_density = 5.08
route.detailed.drc = 0
detail_route.antenna_diodes = 0
route.antenna.remaining_nets = 0
dr.pass1.iters = 4
route.final.wire_length_um = 4260
dr.first_iter.drc_count = 112
detail_route.wl_per_cell_um = 14.9

[yosys]
yosys.stat.chipArea_mm2 = 0.00210
synth_flop_count = 37
post_synth_tally_of_flip_flops_with_integrated_enable = 0
syn-mean-instance-area_um2 = 11.3
netlist_cell_types = 45
synth-warning-count = 1
postSynthCellCount = 186
synth-seq-area-share_pct = 44.4
syn-cell-area_mm2 = 0.00210
async_flop_share_pct = 100
cell_total_in_the_yosys_stat_output = 186
synth_top_flop_cell = "sky130_fd_sc_hd__dfrtp_1"

[global_route]
first_global_vias = 1450
grt_first_pass_wirelength_um = 7280
antenna_found_initial = 0
global_route.overflow_total = 0
grt_usage_pct = 18.1
maximum_number_of_pins_on_one_net_before_global_route_repair = 38

[final_layout]
layout-drive-gt1-share_pct = 17.6
final_common_cell = "sky130_fd_sc_hd__dfrtp_1"
final_cell_mix = "sky130_fd_sc_hd__dfrtp_1 (32), sky130_fd_sc_hd__clkdlybuf4s50_1 (25), sky130_fd_sc_hd__nand2_1 (15)"
layout_stage_area_growth_over_the_synthesis_result_pct = 18.5
fillCellCount = 485

[power]
p_leak_nw = 1.05
power.total_mw = 0.829
powerDensity_mw_per_mm2 = 333
vdd_ir_drop_max_uv = 278

[job]
max_cap_viol_count = 0
stage_log_warnings = 48

[worst_hold_path]
hp-start = "counterPacket[0]"
min_delay_worst_endpoint = "counterPacket[0]"
min_delay_path_depth = 1
hold_class = "reg2reg"

[clocking]
post_cts.resized_instances = 0
cts-htree-levels = 2
cts_setup_buffers = 0
number_of_buffers_created_by_cts = 5
tritoncts = "yes"
clkTransAtPathRegs_ns = 0.08
clk_latency_ns = 0.29
clock_sink_count = 37
cts-root-to-sink-buffers = 2
cts.root.buffer_cell = "sky130_fd_sc_hd__clkbuf_8"
hold_buffers = 0

[placement]
pre_cts_ws_ns = 0.690
port-buffer-count = 25
finalWeightedCongestion = 0.971
hpwlAfterDp_um = 3090
Yosys cell counts (2+ instances only):
library cell | instances | share of area, %
sky130_fd_sc_hd__nand2b_1 | 5 | 1.5
sky130_fd_sc_hd__nand2_1 | 15 | 2.7
sky130_fd_sc_hd__nor2b_1 | 3 | 0.89
sky130_fd_sc_hd__nor3_1 | 2 | 0.48
sky130_fd_sc_hd__o21ai_0 | 14 | 3.3
sky130_fd_sc_hd__o31ai_1 | 11 | 3.9
sky130_fd_sc_hd__mux2i_1 | 8 | 3.8
sky130_fd_sc_hd__dfstp_2 | 5 | 6.3
sky130_fd_sc_hd__a21oi_1 | 5 | 1.2
sky130_fd_sc_hd__dfrtp_1 | 32 | 38
sky130_fd_sc_hd__xnor2_1 | 3 | 1.3
sky130_fd_sc_hd__a31oi_1 | 2 | 0.60
sky130_fd_sc_hd__nor4_4 | 2 | 2.0
sky130_fd_sc_hd__nand3_1 | 3 | 0.71
sky130_fd_sc_hd__and2_1 | 3 | 0.89
sky130_fd_sc_hd__nor2_1 | 13 | 2.3
sky130_fd_sc_hd__mux2_2 | 8 | 4.3
sky130_fd_sc_hd__inv_1 | 11 | 2.0
sky130_fd_sc_hd__xor2_1 | 3 | 1.3
sky130_fd_sc_hd__buf_6 | 2 | 1.1
sky130_fd_sc_hd__ha_1 | 9 | 5.4
sky130_fd_sc_hd__and2b_1 | 2 | 0.71
sky130_fd_sc_hd__clkbuf_8 | 3 | 2.0
worst max-delay path by stage:
| stage | start | endpoint | slack, ns |
|---|---|---|---|
| finish | counterData[0] | RB2_D[6] | 0.66 |
| global route | counterData[0] | RB2_D[6] | 0.51 |
| CTS | counterData[0] | RB2_D[6] | 0.66 |
where the power goes:
group          switching (mW)  total (mW)  internal (mW)
sequential                  0       0.440          0.440
clock                   0.157       0.377          0.220
combinational         0.00897      0.0119        0.00289
stage by stage:
step	utilization, %	instance area, µm²	hold slack (ns)	cells
after floorplan	-	2100	0.442	186
after global placement	46.8	2380	0.468	278
after detailed placement	46.8	2380	0.471	278
after CTS	49.0	2490	0.482	286
after global routing	49.0	2490	0.488	286
final	49.0	2490	0.474	286
cell type report:
type                       instances  area, µm²  share of cell area [%]
clock buffer                       6       72.6                    2.92
clock inverter                     2       38.8                    1.56
inverter                          11       41.3                    1.66
multi-input combinational        131       1040                    41.6
sequential                        37        932                    37.5
tap                               70       87.6                    3.52
timing repair buffer              29        280                    11.3
routing by layer:
layer | vias up | wire length (µm) | GRT usage, %
met5 | - | 0 | 0
met4 | 0 | 25 | 1.89
met3 | 2 | 196 | 3.43
met2 | 28 | 1920 | 25.1
met1 | 703 | 2120 | 31.4
li1 | 721 | - | -
worst register-to-register path, stage by stage (launching register included):
cell,delay (ns)
sky130_fd_sc_hd__dfstp_2,0.53
sky130_fd_sc_hd__inv_1,0.06
sky130_fd_sc_hd__ha_1,0.24
sky130_fd_sc_hd__nor3b_1,0.18
sky130_fd_sc_hd__ha_1,0.46
sky130_fd_sc_hd__nor2b_1,0.19
sky130_fd_sc_hd__or3b_2,0.53
sky130_fd_sc_hd__nor2_1,0.15
sky130_fd_sc_hd__mux2i_1,0.19
sky130_fd_sc_hd__a31oi_1,0.06
flip-flops by register name, indices dropped and copies added (netlist names):
| signal | count |
|---|---|
| RB2_D | 18 |
| counterData | 5 |
| currentState | 4 |
| RB2_A | 3 |
| counterPacket | 3 |
| counterBitAddress | 2 |
| RB2_RW | 1 |
| S2_done | 1 |
kinds of logic (layout without fill, tap and decap cells):
group / after synthesis / count (layout) / synth area share, %
AND/OR/NAND/NOR: 57 / 57 / 16.2
AND-OR/OR-AND: 42 / 42 / 16.1
flip-flops: 37 / 37 / 44.4
buffers and inverters: 18 / 48 / 6.26
multiplexers: 17 / 17 / 9.18
adder cells (fa/ha/maj): 9 / 9 / 5.36
XOR/XNOR: 6 / 6 / 2.50
Power and IR drop assume default switching activity.
